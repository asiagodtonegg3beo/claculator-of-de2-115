<file path="run.sh">
#!/bin/bash
# OpenROAD 26Q1-2900-gdf79404cd8, Yosys 0.63+post, stock flow scripts
make -C /OpenROAD-flow-scripts/flow DESIGN_CONFIG=/design/flow/config.mk WORK_HOME=/design/flow/orfs finish
</file>
<file path="config.mk">
export PLATFORM = sky130hd
export DESIGN_NAME = DE2_115
export DESIGN_NICKNAME = DE2_115
export VERILOG_FILES = /design/flow/design.v
export SDC_FILE = /design/flow/constraint.sdc
export NUM_CORES = 4
export LEC_CHECK = 1
export CORE_UTILIZATION = 40
</file>
<file path="constraint.sdc">
current_design DE2_115

set clk_period 2.3
set clk_io_pct 0.2

create_clock -name clk0 -period $clk_period [get_ports {CLOCK_50}]

set non_clock_inputs [all_inputs -no_clocks]
set_input_delay [expr $clk_period * $clk_io_pct] -clock clk0 $non_clock_inputs
set_output_delay [expr $clk_period * $clk_io_pct] -clock clk0 [all_outputs]
</file>
<file path="design.v">
module DE2_115(
	CLOCK_50,
	CLOCK2_50,
	CLOCK3_50,
	LEDG,
	LEDR,
	KEY,
	SW,
	HEX0,
	HEX1,
	HEX2,
	HEX3,
	HEX4,
	HEX5,
	HEX6,
	HEX7,
	GPIO 
);
input 		          		CLOCK_50;
input 		          		CLOCK2_50;
input 		          		CLOCK3_50;
output		     [8:0]		LEDG;
output		    [17:0]		LEDR;
input 		     [3:0]		KEY;
input 		    [17:0]		SW;
output		     [6:0]		HEX0;
output		     [6:0]		HEX1;
output		     [6:0]		HEX2;
output		     [6:0]		HEX3;
output		     [6:0]		HEX4;
output		     [6:0]		HEX5;
output		     [6:0]		HEX6;
output		     [6:0]		HEX7;
inout 		    [35:0]		GPIO;
wire clock_1s, clock_100ms, clock_10ms;
wire [7:0] t_hour, t_min, t_sec, key_count;
assign LEDR[8] = clock_1s;
assign LEDR[7] = clock_100ms;
assign LEDR[6] = clock_10ms;
clock_all x
(
.clk(CLOCK_50), 
.clock_1s(clock_1s), 
.clock_100ms(clock_100ms),
.clock_10ms(clock_10ms)
);
clock_time uclock( .iclk(clock_100ms), .ikey(KEY),
.okey_count(key_count), .ohour(t_hour), .omin(t_min), .osec(t_sec), .ledg(LEDG), .sw(SW));
SEG7_LUT_8 uLED ( .oSEG0(HEX0), .oSEG1(HEX1),.oSEG2(HEX2),.oSEG3(HEX3),
.oSEG4(HEX4),.oSEG5(HEX5),.oSEG6(HEX6),.oSEG7(HEX7),
.iDIG({key_count, t_hour, t_min, t_sec}) );
endmodule
module SEG7_LUT	(	oSEG,iDIG	);
input	[3:0]	iDIG;
output	[6:0]	oSEG;
reg		[6:0]	oSEG;
always @(iDIG)
begin
		case(iDIG)
		4'h1: oSEG = 7'b1111001;	 
		4'h2: oSEG = 7'b0100100; 	 
		4'h3: oSEG = 7'b0110000; 	 
		4'h4: oSEG = 7'b0011001; 	 
		4'h5: oSEG = 7'b0010010; 	 
		4'h6: oSEG = 7'b0000010; 	 
		4'h7: oSEG = 7'b1111000; 	 
		4'h8: oSEG = 7'b0000000; 	 
		4'h9: oSEG = 7'b0011000; 	 
		4'ha: oSEG = 7'b0001000;
		4'hb: oSEG = 7'b0000011;
		4'hc: oSEG = 7'b1000110;
		4'hd: oSEG = 7'b0100001;
		4'he: oSEG = 7'b0000110;
		4'hf: oSEG = 7'b0001110;
		4'h0: oSEG = 7'b1000000;
		endcase
end
endmodule
module SEG7_LUT_8 (	oSEG0,oSEG1,oSEG2,oSEG3,oSEG4,oSEG5,oSEG6,oSEG7,iDIG );
input	[31:0]	iDIG;
output	[6:0]	oSEG0,oSEG1,oSEG2,oSEG3,oSEG4,oSEG5,oSEG6,oSEG7;
SEG7_LUT	u0	(	oSEG0,iDIG[3:0]		);
SEG7_LUT	u1	(	oSEG1,iDIG[7:4]		);
SEG7_LUT	u2	(	oSEG2,iDIG[11:8]	);
SEG7_LUT	u3	(	oSEG3,iDIG[15:12]	);
SEG7_LUT	u4	(	oSEG4,iDIG[19:16]	);
SEG7_LUT	u5	(	oSEG5,iDIG[23:20]	);
SEG7_LUT	u6	(	oSEG6,iDIG[27:24]	);
SEG7_LUT	u7	(	oSEG7,iDIG[31:28]	);
endmodule
module clock_all
(
	  clk, 
	  clock_1MHz,
	  clock_100kHz,
	  clock_10kHz,
	  clock_1kHz,
	  clock_100Hz,
	  clock_10Hz,
	  clock_1Hz,
	  clock_01Hz,
	  clock_1s, 
	  clock_100ms, 
	  clock_10ms, 
	  clock_1ms, 
	  clock_100us, 
	  clock_10us, 
	  clock_1us
);
	input clk;
	output  clock_1MHz;
	output  clock_100kHz;
	output  clock_10kHz;
	output  clock_1kHz;
	output  clock_100Hz;
	output  clock_10Hz;
	output  clock_1Hz;
	output  clock_01Hz;
	output  clock_1s, clock_100ms, clock_10ms, clock_1ms, clock_100us, clock_10us, clock_1us;
	assign clock_1s = clock_1Hz;
	assign clock_100ms = clock_10Hz;
	assign clock_10ms = clock_100Hz;
	assign clock_1ms = clock_1kHz;
	assign clock_100us = clock_10kHz;
	assign clock_10us = clock_100kHz;
	assign clock_1us = clock_1MHz;
divider_50 clk0( .clk(clk), .clk_div50(clock_1MHz));
divider_10 clk1( .clk(clock_1MHz),  .clk_div10(clock_100kHz));
divider_10 clk2( .clk(clock_100kHz),  .clk_div10(clock_10kHz));
divider_10 clk3( .clk(clock_10kHz),  .clk_div10(clock_1kHz));
divider_10 clk4( .clk(clock_1kHz),  .clk_div10(clock_100Hz));
divider_10 clk5( .clk(clock_100Hz),  .clk_div10(clock_10Hz));
divider_10 clk6( .clk(clock_10Hz),  .clk_div10(clock_1Hz));	
divider_10 clk7( .clk(clock_1Hz),  .clk_div10(clock_01Hz));
endmodule
module divider_10
(
	input clk, 
	output reg clk_div10,
	output reg [3:0] count_10
);
	always @ (posedge clk)
	begin
		if (count_10==4)
			begin
				count_10 <= 0;
				clk_div10<=~clk_div10;
			end
		else
				count_10 <= count_10 + 1;
	end	
endmodule
module divider_50
(
	input clk, 
	output reg clk_div50,
	output reg [5:0] count_50
);
	always @ (posedge clk)
	begin
		if (count_50==24)
		begin
			count_50 <= 0;
			clk_div50<=~clk_div50;
		end
		else
			count_50 <= count_50 + 1;
	end
endmodule
module clock_time( iclk, ikey, okey_count, ohour, omin, osec ,ledg,sw);
input iclk;
input [4:0] ikey;
input [3:0] sw;
output [7:0] ohour, omin, osec, okey_count;
output reg [8:0]ledg;
reg [27:24] counter;
reg [7:0] thour, tmin, tsec, tkey_count;
assign osec[3:0] = tsec%10;
assign osec[7:4] = tsec/10;
assign omin[3:0] = tmin%10;
assign omin[7:4] = tmin/10;
assign ohour[3:0] = thour%10;
assign ohour[7:4] = thour/10;
assign okey_count[3:0] = tkey_count%10;
assign okey_count[7:4] = tkey_count/10;
reg a=1;
reg b=0;
always @ ( posedge iclk )
begin
counter<=counter+1;
end
always @(posedge iclk)
begin
   case (sw)
            4'b0000: tkey_count<=8'd0;  
            4'b0001: tkey_count<=8'd1;  
            4'b0010: tkey_count<=8'd2;  
            4'b0011: tkey_count<=8'd3;  
            4'b0100: tkey_count<=8'd4;  
            4'b0101: tkey_count<=8'd5;  
            4'b0110: tkey_count<=8'd6;  
            4'b0111: tkey_count<=8'd7;  
            4'b1000: tkey_count<=8'd8;  
            4'b1001: tkey_count<=8'd9;  
        endcase
	if(!ikey[3]&&(~b))
	begin
		a=~a;
		b=1'b1;
end
	if(ikey[3])
	begin
		b=1'b0;
	end
	if(a) 
		begin
		if (!ikey[0])
	begin
	tkey_count<=0;
	end
else if (!ikey[2])
begin
	case ( counter[27:24] )
0: ledg<=8'b11111110;
1: ledg<=8'b11111101;
2: ledg<=8'b11111011;
3: ledg<=8'b11110111;
4: ledg<=8'b11101111;
5: ledg<=8'b11011111;
6: ledg<=8'b10111111;
7: ledg<=8'b01111111;
8: ledg<=8'b11111111;
9: ledg<=8'b01111111;
10: ledg<=8'b10111111;
11: ledg<=8'b11011111;
12: ledg<=8'b11101111;
13: ledg<=8'b11110111;
14: ledg<=8'b11111011;
15: ledg<=8'b11111101;
endcase	
end
	else if (!ikey[1])
		begin
			tkey_count <= tkey_count+1'b1;
			if (tmin ==59) tmin<=0; else	tmin <= tmin+1;
		end
	else if (thour==11 && tmin==59 && tsec==59)
		begin
			thour <= 0;
			tmin <= 0;
			tsec <= 0;
		end
	else if (tmin==59 && tsec==59)
		begin
			thour <= thour+1;
			tmin <= 0;
			tsec <= 0;
		end
	else if (tsec == 59)
		begin
			tmin <= tmin+1;
			tsec <= 0;
		end
	else
		tsec <= tsec + 1;
		end
end
endmodule
</file>
==> impl_metrics.tcl <==
# implementation run metrics
set metrics [dict create \
    worstPathArrival_ps 1170 \
    antenna_found_initial 0 \
    synth_top_cell_by_area "sky130_fd_sc_hd__edfxtp_1" \
    synth.yosys.chip_area_sq_um 8880 \
    untimed_endpoints 217 \
    critical_path.startpoint_type "flip-flop" \
    largest_net_degree_at_the_start_of_global_routing 37 \
    synthCells 1138 \
    synth_cell_type_count 95 \
    finalCriticalPeriod_ps 1230 \
    area_of_the_mapped_netlist_sq_um 8880 \
    synth-adder-area-share_pct 12.5 \
    timing.final.max_slew_violations 0 \
    power_density_nw_per_um2 48.0 \
    clock-skew-final_ps 2.06 \
    syn_avg_cell_area_sq_um 7.80 \
    dpl.hpwl_um 13300 \
    yosysWarnings 21 \
    clock_tree.buffer_depth 2 \
    area.growth.synth_to_final_pct 10.0 \
    yosys.area_share.simple_pct 23.4 \
    synth_async_sr_flop_share_pct 0 \
    critPathKind "reg2reg" \
    detail_route.wl_per_cell_um 12.4 \
    crit_path_max_fanout 6 \
    cts_bufs_inserted 3 \
    timing.final.setup_violations 0 \
    initial_core_util_pct 40.7 \
    post_cts_buffers 0 \
    grt_use_total_pct 16.2 \
    nature_of_the_critical_path_endpoint "flip-flop" \
    globalRoute.totalOverflow 0 \
    cts-root-buf "sky130_fd_sc_hd__clkbuf_16" \
    report.final.hold_viol_count 0 \
    yosys_most_used_dff "sky130_fd_sc_hd__dfxtp_1" \
    unclocked_pins 76 \
    rsz0062_at_grt "false" \
    die_h_um 151 \
    least_margin_pin_slew_ps 867 \
    ys_ff 83 \
    first_global_vias 6615 \
    post_cts_resized 0 \
    warnings 136 \
    detail_route.iter0.violations 344 \
    die_footprint_sq_um 22800 \
    hold_path_class "reg2reg" \
    floorplan.die.width_um 151 \
    drt-vias-per-instance 5.35 \
    cts_tree "built" \
    post_place_instance_area_sq_um 9690 \
    layout.cell_area.non_filler_sq_um 9770 \
    worstPathRequired_ps 2240 \
    fmaxAchievable_mhz 811 \
    clkLatencyLatePin_ps 230 \
    totalWireLength_um 17800 \
    core_area_sq_um 21800 \
    max-vdd-ir-drop_mv 0.429 \
    drive_above_1_share_pct 4.75 \
    post_layout_period_usage_pct 53.6 \
    lay_top_cells "112 x sky130_fd_sc_hd__nor2_1, 84 x sky130_fd_sc_hd__nand2_1, 84 x sky130_fd_sc_hd__ha_1" \
    mux_area_share_pct 2.94 \
    outcome "completed" \
    timing.slew.headroom_pct 42.2 \
    cp_cell_sequence "inv_1 > ha_1 > nor4b_1 > buf_4" \
    grt_first_pass_wirelength_um 30800 \
    place_congestion 0.852 \
    timing.critical_path.slowest_stage_cell "sky130_fd_sc_hd__dfxtp_1" \
    drc_violation_count_after_routing 0 \
    fin_worst_hold_slack_ps 463 \
    synth-edff-count 39 \
    p_leak_nw 3.87 \
    synth.top_cell.area_share_pct 13.2 \
    antenna_left 0 \
    drt_pass1_iterations 4 \
    mostFrequentLayoutCell "sky130_fd_sc_hd__nor2_1" \
    max-cap-violations 0 \
    post_cts_hold_buffer_count 0 \
    ys_top_cells_by_area "sky130_fd_sc_hd__edfxtp_1 13%, sky130_fd_sc_hd__ha_1 12%, sky130_fd_sc_hd__dfxtp_1 9.9%" \
    io_buffer_count 75 \
    routed-via-count 7689 \
    layoutNonFillerInstCount 1438 \
    rows 54 \
    top_logic_kind "AND-OR/OR-AND gates" \
    synth.yosys.num_cells 1138 \
    path_clk_slew_ps 40 \
    post_synth_xor_area_fraction_pct 5.90 \
    placedCellCount 1434 \
    timing.setup.tns_ps 0 \
    pin_count 144 \
    cts_htree_levels 1 \
    critical_path.max_stage_delay_ps 330 \
    yosys.area_share.aoi_pct 24.0 \
    ys_seq_share_pct 23.1 \
    detail_route.antenna_diodes 0 \
]
-- Yosys cell counts (all sizes together), types with 5 or more instances --
cell	n
a22oi	6
nor4bb	5
and2	11
a21boi	6
a221o	6
nand4	11
nand3	51
edfxtp	39
buf	45
o21ai	69
a21oi	62
o21a	5
a211o	5
mux2	6
a22o	10
nand3b	5
nor3	29
nand2b	20
a31oi	10
inv	77
mux2i	19
o22ai	22
o211ai	15
dfxtp	44
maj3	6
nor2b	26
a21o	17
clkbuf	39
nand2	84
xnor2	45
nor4b	5
a2bb2oi	5
or3	9
o31ai	8
and3b	5
nor3b	8
xor2	14
nor4	5
or2	5
a211oi	12
nor2	116
o32ai	5
and3	8
ha	84
-- per-layer routing --
| metal | wire [um] | up-vias | track usage, % |
|---|---|---|---|
| li1 | - | 4086 | - |
| met1 | 9140 | 3480 | 25.9 |
| met2 | 7970 | 119 | 25.4 |
| met3 | 643 | 4 | 1.35 |
| met4 | 38 | 0 | 0.450 |
| met5 | 0 | - | 0 |
-- registers in the layout, summed over array words and instances (netlist names) --
register and count:
x.clk6.count_10 4, x.clk0.clk_div50 1, uclock.ledg 8, x.clk3.clk_div10 1, uclock.tmin 8, x.clk4.count_10 4, x.clk3.count_10 4, uclock.counter 4
uclock.thour 8, x.clk0.count_50 6, x.clk1.count_10 4, uclock.tsec 8, x.clk2.clk_div10 1, uclock.tkey_count 8, uclock.a 1, x.clk1.clk_div10 1
x.clk6.clk_div10 1, x.clk5.count_10 4, uclock.b 1, x.clk4.clk_div10 1, x.clk5.clk_div10 1, x.clk2.count_10 4
-- layout make-up --
| cell class | instances | area, sq um |
|---|---|---|
| repair buffers | 85 | 826 |
| multi-input cells | 907 | 6170 |
| fillers | 2156 | 12100 |
| inverters | 79 | 297 |
| clock buffers | 4 | 78.8 |
| well taps | 280 | 350 |
| flip-flops and latches | 83 | 2050 |
-- report_power, final --
| part | switching [W] | internal [W] | leakage, nW | total (W) |
|---|---|---|---|---|
| combinational | 0.0000279 | 0.0000210 | 3.09 | 0.0000489 |
| sequential | 0 | 0.000128 | 0.739 | 0.000128 |
| clock | 0.0000614 | 0.000230 | 0.0382 | 0.000292 |
-- per-stage QoR --
step	setup slack (ps)	utilization [%]	total power, W
floorplan	839	-	0.000175
finish	1070	44.8	0.000469
global route	980	44.8	0.000487
CTS	1060	44.8	0.000472
global placement	1100	44.4	0.000180
detailed placement	1080	44.4	0.000180
-- worst paths after layout --
path                   endpoint  slack [ps]  depth (start not counted)                from
max reg2reg    x.clk0.clk_div50        1070                          4  x.clk0.count_50[0]
min          x.clk0.count_50[5]         460                          1  x.clk0.count_50[5]
max            x.clk0.clk_div50        1070                          4  x.clk0.count_50[0]
min reg2reg  x.clk0.count_50[5]         460                          1  x.clk0.count_50[5]
-- worst max-delay path: cells and delay by family (launching register included) --
kind / cells / cell delay (ps)
adders and majority gates: 1 / 130
buffers and inverters: 2 / 270
and+or+nand+nor: 1 / 220
DFF: 1 / 330
-- cell families after synthesis --
logic type               Yosys count
AND-OR/OR-AND                    308
XOR/XNOR                          59
adder cells (fa/ha/maj)           90
buffers and inverters            163
flip-flops                        83
multiplexers                      25
other                              1
AND/OR/NAND/NOR                  409
Power and IR drop assume default switching activity.
