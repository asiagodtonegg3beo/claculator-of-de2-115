<file path="design/flow/config.mk">
export PLATFORM = sky130hd
export DESIGN_NAME = LED_state
export DESIGN_NICKNAME = LED_state
export VERILOG_FILES = /design/flow/design.v
export SDC_FILE = /design/flow/constraint.sdc
export NUM_CORES = 4
export LEC_CHECK = 1
export CORE_AREA = 10 10 70 70
export DIE_AREA = 0 0 80 80
</file>
<file path="design/flow/constraint.sdc">
current_design LED_state

set clk_period 1.2
set clk_io_pct 0.2

create_clock -name clk0 -period $clk_period [get_ports {clk}]

set non_clock_inputs [all_inputs -no_clocks]
set_input_delay [expr $clk_period * $clk_io_pct] -clock clk0 $non_clock_inputs
set_output_delay [expr $clk_period * $clk_io_pct] -clock clk0 [all_outputs]
</file>
<file path="design/flow/design.v">
module LED_state
(
	input	clk,  in, reset,
	output reg [7:0] LEDG,
	output reg		[2:0]state
);
	parameter S0 = 0, S1 = 1, S2 = 2, S3 = 3, S4 = 4, S5 = 5;
	always @ (state) begin
		case (state)
			S0:
				LEDG = 8'b11111111;
			S1:
				LEDG = 8'b00000000;
			S2:
				LEDG = 8'b11001100;
			S3:
				LEDG = {clk, ~clk, clk, ~clk, clk, ~clk, clk, ~clk};
			default:
				LEDG = 8'b11111111;
		endcase
	end
	always @ (posedge clk or posedge reset) begin
		if (reset)
			state <= S0;
		else
			case (state)
				S0:
					if (in)
						state <= S1;
					else
						state <= S0;
				S1:
					if (in)
						state <= S2;
					else
						state <= S1;
				S2:
					if (in)
						state <= S3;
					else
						state <= S2;
				S3:
					if (in)
						state <= S0;
					else
						state <= S3;
			endcase
	end
endmodule
</file>
<file path="design/flow/run.sh">
#!/bin/bash
# OpenROAD 26Q1-2900-gdf79404cd8, Yosys 0.63+post, stock flow scripts
make -C /OpenROAD-flow-scripts/flow DESIGN_CONFIG=/design/flow/config.mk WORK_HOME=/design/flow/orfs finish
</file>
==> metrics.csv <==
metric,value,unit
first-pass GRT wire length,1.44,mm
Clock Pin Slew Worst Setup and Hold Paths,30,ps
DP HPWL,508,um
Worst Setup End Kind,output port,
Post-Route WL,960,um
RR Endpoint,state[1],
Rows,21,
status,finished with violations,
yosys stat area,165,sq um
CP cell instances,buf_8 -> buf_8 -> nand3b_1 -> o21ai_1 -> buf_4 -> buf_6 -> buf_6,
Post-Syn Area,165,sq um
layout cells sized above 1,85.2,%
Filler cells,371,
Final Skew,4.20,ps
Max Slew Vio Count,0,
failing checks,setup timing,
Iteration-0 DRC Markers,12,
CTS Hold Bufs,0,
Final Util,20.7,%
Non-Filler Instances,107,
CP top delay family,buffers and inverters,
Crit Path Category,clk2out,
Post-Place Cells,76,
starting density of the core,4.84,%
worst path required time,960,ps
Flop pwr share,5.7,%
Final Wtd Congestion,0.674,
CP Launch Point,clk,
MI comb area,97.6,sq um
GR Util All Layers,3.10,%
Largest cells by area,"dfrtp_1 30%, buf_4 27%, o21ai_0 6.1%",
Power Density,4100,nW/um^2
"antenna viol nets, final",0,
Synth area leader,dfrtp_1,
Static Leak,0.332,nW
TritonCTS clock tree,done,
hold crit path type,in2async,
IO Port Bufs,12,
post-synthesis cell count,21,
crit-path max FO,3,
P&R area growth vs syn,328,%
final hold vios,0,
synthesized area per cell,7.86,sq um
Reg2Reg Depth,5,
clock network power share,68.0,%
yosys cell count,21,
most instantiated logic cells after routing,"23 x buf_6, 9 x buf_4, 5 x buf_8",
Peak VDD IR,0.778,mV
warnings from Yosys,1,
die area,6400,sq um
initial antenna violation count,0,
Die X-Extent,80,um
CP peak stage delay,170,ps
RSZ-0062 raised after global routing,true,
Late-Pin Clk Latency,340,ps
Comb pwr share,26.2,%
worst setup margin,-402,ps
top flop regs,state (2),
Worst R2R Setup Slack,60,ps
CP startpoint kind,clock port,
Sw Pwr,0.802,mW
post-synth top area share,30.3,%
Flops after synth,2,
Synth Seq Share,30.3,%
worst-path cell with the longest stage delay,nand3b_1,
Via-to-Cell Ratio,2.65,
1st-pass router iterations,2,
Switching Share,27.7,%
vias in the first global route,444,
global route overflow,0,
Die Ht,80,um
CP bufs+invs,5,
Antenna Cells,0,
Crit Reg-Reg Startpoint,state[1],
# DRC,0,
IO Pins,14,
CORE AREA,3420,sq um
Biggest register,state,
critical path arrival,1360,ps
final count of negative-setup-slack endpoints,20,
Distinct lib cells used,12,
total number of vias,284,
tally of OpenROAD warnings,38,
WL per Instance,8.97,um
most frequent logic cell in the layout,buf_6,
largest net degree at the start of global routing,5,
max reg flops,2,
register area,52.6,sq um
overall power,2.90,mW
Max Cap Viol,0,
cell-internal power,2.10,mW
[metal layers]
| metal | up-vias | GRT usage (%) | part of all wire, % |
|---|---|---|---|
| li1 | 139 | - | - |
| met1 | 121 | 2.12 | 35 |
| met2 | 20 | 1.69 | 45 |
| met3 | 4 | 4.77 | 16 |
| met4 | 0 | 6.87 | 4.2 |
| met5 | - | 0 | 0 |
[worst max-delay path by stage]
stage,depth (start not counted),endpoint
after CTS,7,LEDG[4]
after global routing,7,LEDG[0]
final,7,LEDG[0]
[worst reg2reg max path, stage by stage (launching register included)]
cell and delay [ps]:
dfrtp_2 430, buf_6 130, buf_6 100, buf_4 130, buf_4 120, xnor2_1 110
[cell type report]
type	instances	share of cell area, %
timing repair buffer	19	27.4
inverter	2	1.42
tap	46	8.14
multi-input combinational	11	13.8
sequential	2	7.43
clock buffer	27	41.8
[synth_stat cells]
cell      instances
inv_1             2
xor2_1            1
nand2_1           2
nand2_2           1
o21ai_0           2
buf_4             6
xnor2_1           1
nand3_1           1
nand3b_1          1
conb_1            1
o21ai_1           1
dfrtp_1           2
[power by group through the flow]
stage	combinational (mW)	sequential, mW	clock [mW]
after CTS	0.738	0.159	1.73
final	0.760	0.166	1.97
after global routing	0.811	0.170	2.14
[timing repair]
action,CTS,global route
cloned,0,0
resized,67,17
endpoints found under the setup margin,20,20
endpoints found under the hold margin,0,0
pin swaps,2,3
buffers inserted,15,2
[logic make-up after synthesis]
kind of cell	after synthesis	synth area share [%]
buffers and inverters	8	31.8
and+or+nand+nor	5	15.9
AOI/OAI and AO/OA	3	9.09
xor gates and xnor gates	2	10.6
DFF	2	30.3
other	1	2.27
[through the flow]
stage | setup WS [ps] | hold slack [ps] | TNS (ps) | instance area, sq um
after floorplan | 59.1 | -18.8 | 0 | 165
after global placement | -338 | 400 | -1880 | 320
after detailed placement | -339 | 398 | -1910 | 320
after CTS | -498 | 46.3 | -3550 | 657
after global routing | -487 | 43.0 | -3860 | 707
final | -402 | 44.4 | -3320 | 707
Power and IR drop assume default switching activity.
